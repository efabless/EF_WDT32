==> /design/flow/design.v <==
`timescale          1ns/1ps
`default_nettype    none
module EF_WDT32 (
		input wire          clk,
		input wire          rst_n,
		output reg [31:0]   WDTMR,
		input wire [31:0]   WDTLOAD,
		output wire         WDTTO,
		input wire          WDTEN
);
	assign	WDTTO = WDTEN & (WDTMR == 32'd0);
	always @(posedge clk or negedge rst_n)
	begin
		if(!rst_n)
			WDTMR <= 32'h0;
		else if(WDTEN == 1'b0)
			WDTMR <= WDTLOAD;
		else if(WDTTO == 1'b1)
			WDTMR <= WDTLOAD;
		else 
			WDTMR <= WDTMR - 32'd1;
	end
endmodule
==> /design/flow/run.sh <==
#!/bin/bash
# OpenROAD 26Q1-2900-gdf79404cd8, Yosys 0.63+post, stock flow scripts
make -C /OpenROAD-flow-scripts/flow DESIGN_CONFIG=/design/flow/config.mk WORK_HOME=/design/flow/orfs finish
==> /design/flow/config.mk <==
export PLATFORM = sky130hd
export DESIGN_NAME = EF_WDT32
export DESIGN_NICKNAME = EF_WDT32
export VERILOG_FILES = /design/flow/design.v
export SDC_FILE = /design/flow/constraint.sdc
export NUM_CORES = 4
export LEC_CHECK = 1
export CORE_AREA = 10 10 109 109
export DIE_AREA = 0 0 119 119
==> /design/flow/constraint.sdc <==
current_design EF_WDT32

set clk_period 12.9
set clk_io_pct 0.2

create_clock -name clk0 -period $clk_period [get_ports {clk}]

set non_clock_inputs [all_inputs -no_clocks]
set_input_delay [expr $clk_period * $clk_io_pct] -clock clk0 $non_clock_inputs
set_output_delay [expr $clk_period * $clk_io_pct] -clock clk0 [all_outputs]
==> flow_summary.json <==
{
  "timing_hold_violations_final": 0,
  "grt_pass1_wl_um": 9070,
  "drc": 0,
  "synth_area_um2": 1830,
  "area_leaders": "dfrtp_1 (44%), xnor2_1 (10%), nand2_1 (7.2%)",
  "leakagePower_uw": 0.000968,
  "synth_cells": 202,
  "hold_class": "reg2reg",
  "final_cell_mix": "clkdlybuf4s50_1 (67), nand2_1 (35), dfrtp_1 (32)",
  "ys_seq_share": 0.438,
  "chip_area_um2": 14200,
  "critical_path_class": "in2out",
  "mostFrequentLayoutCell": "clkdlybuf4s50_1",
  "die_y_um": 119,
  "port_buffers": 67,
  "ys_ff": 32,
  "clk_pin_slew_ns": 0.07,
  "ys_sh_simple": 0.253,
  "area_growth_pct": 48.7,
  "tns_ns": 0,
  "total_power_uw": 271,
  "combGateArea_um2": 948,
  "cp-startpoint": "WDTEN",
  "clk_path_buf_depth": 2,
  "cp-start-kind": "input port",
  "fp_util": 0.190,
  "largestRegisters": "WDTMR: 32 flops",
  "maxCapViolCount": 0,
  "grt_use_met3": 0.0312,
  "grt_pass1_vias": 1685,
  "status": "finished clean",
  "mux_share": 0.00548,
  "use_met2": 0.117,
  "grt.total_usage": 0.0774,
  "postCtsHoldBufs": 0,
  "syn_area_per_cell_um2": 9.04,
  "drive_above_1_share": 0.0741,
  "dr.pass1.iters": 4,
  "worst_pin_slew_ns": 0.531,
  "routed_wl_um": 5460,
  "htreeDepth": 2,
  "busiest_layer": "met2",
  "ys_cells": 202,
  "warnings": 25,
  "antenna_found_initial": 0,
  "required_ns": 10.32,
  "top_cell_area_share": 0.438,
  "ctsResizeCount": 0,
  "timing.fmax_mhz": 147,
  "gp_congestion": 0.832,
  "cp_data_arrival_time_ns": 4.20,
  "grt_max_degree": 59,
  "fin_crit_ns": 6.78,
  "power-per-cell-area_nw_per_um2": 99.8,
  "io_pins": 68,
  "grt.overflow.total": 0,
  "ys_area_um2": 1830,
  "largest_register_ffs": 32,
  "viasPerCell": 4.11,
  "diodes": 0,
  "r2r_start": "WDTMR[10]",
  "synth.distinct_cells": 34,
  "cts_setup_buffers": 0,
  "top_register": "WDTMR",
  "yosys.area_share.aoi": 0.125,
  "rows": 36,
  "adder_share": 0.00685,
  "root_buffer": "clkbuf_8",
  "cts.sinks": 32,
  "ff_latch_area_um2": 801,
  "topCombFamilyByArea": "simple AND/OR/NAND/NOR gates",
  "slew_headroom": 0.646,
  "via_count": 1655,
  "endpoint_kind": "primary output",
  "yosysTopAreaCell": "dfrtp_1",
  "period_used_share": 0.526,
  "use_met1": 0.107,
  "cts_tree": "yes",
  "drtIter0Drc": 77,
  "postRouteAntennaNets": 0,
  "yosys_warnings": 1,
  "finalMaxSlewViolations": 0,
  "die_x_um": 119,
  "hp-start": "WDTMR[0]",
  "skew_ns": 0.00623,
  "setup_viol": 0,
  "rsz0062_at_grt": "false",
  "crit_fanout": 8,
  "ir_drop_uv": 45.9,
  "coreArea_um2": 9640,
  "cts_buffers": 5,
  "clk_latency_ns": 0.28,
  "dp_hpwl_um": 4170,
  "ys_sh_xor": 0.129,
  "routedWlPerCell_um": 13.6,
  "fill_cells": 1056
}
## routing by layer
metal / wire length, um / share of wire / vias up
li1: - / - / 845
met1: 2490 / 0.46 / 761
met2: 2440 / 0.45 / 47
met3: 507 / 0.093 / 2
met4: 19 / 0.0035 / 0
met5: 0 / 0 / -
## report_power, final
group          internal, uW  switching (uW)  total, uW  leakage, uW
combinational          40.4            21.4       61.9     0.000531
sequential              111            13.9        125     0.000386
clock                  47.6            37.0       84.5    0.0000503
total                   199            72.3        271     0.000968
## cell usage after synthesis
cell and n:
a2111oi_0 1, a21boi_0 1, a21oi_1 2, buf_2 2, buf_4 3, buf_6 1, buf_8 1, clkbuf_1 2
dfrtp_1 32, ha_1 1, inv_1 3, mux2i_1 1, nand2_1 35, nand2b_1 1, nand3_1 3, nand4_1 1
nor2_1 14, nor3_1 8, nor4_1 15, o21ai_0 20, o21ai_1 7, o21ai_2 2, o22a_1 2, o311a_1 1
o31ai_4 1, or2_2 4, or3_1 3, or3_2 1, or4_1 4, or4_4 1, or4b_1 1, or4b_4 1
xnor2_1 21, xor2_1 6
## critical path, cell delays in order
cell and delay [ns]:
clkdlybuf4s50_1 0.64, inv_1 0.13, nor4_1 0.32, clkdlybuf4s50_1 0.53
## final cells by class
| cell class | instances | share of cell area |
|---|---|---|
| Multi-Input combinational cell | 158 | 0.349 |
| Sequential cell | 32 | 0.295 |
| Timing Repair Buffer | 70 | 0.255 |
| Tap cell | 133 | 0.0613 |
| Clock buffer | 7 | 0.0355 |
| Inverter | 3 | 0.00415 |
## kinds of logic after synthesis
kind of cell               count (synthesis)
and+or+nand+nor                           92
AOI/OAI and AO/OA                         37
DFF                                       32
xor gates and xnor gates                  27
buffers and inverters                     12
muxes                                      1
adders and majority gates                  1
## metrics by stage
stage	std cells	instance area [um2]	hold WS (ns)	util	setup WS [ns]
finish	403	2720	0.590	0.282	6.12
global route	403	2720	0.627	0.282	5.97
CTS	403	2720	0.604	0.282	6.11
detailed placement	396	2620	0.587	0.272	6.11
global placement	396	2620	0.588	0.272	6.13
floorplan	202	1830	0.468	-	7.52
## final timing paths
path                                  end  slack, ns  cells after the start
min in group asynchronous       WDTMR[30]       2.71                      2
max in group asynchronous       WDTMR[23]       9.88                      2
worst min-delay path             WDTMR[0]       0.59                      1
worst max register to register   WDTMR[7]      10.19                      5
worst max-delay path                WDTTO       6.12                      4
worst min register to register   WDTMR[0]       0.59                      1
Power figures rest on the tool's default switching activity, not on a simulated workload.
